[design/flow/run.sh]
#!/bin/bash
# OpenROAD 26Q1-2900-gdf79404cd8, Yosys 0.63+post, stock flow scripts
make -C /OpenROAD-flow-scripts/flow DESIGN_CONFIG=/design/flow/config.mk WORK_HOME=/design/flow/orfs finish
[design/flow/config.mk]
export PLATFORM = sky130hd
export DESIGN_NAME = simon_top
export DESIGN_NICKNAME = simon_top
export VERILOG_FILES = /design/flow/design.v
export SDC_FILE = /design/flow/constraint.sdc
export NUM_CORES = 4
export LEC_CHECK = 1
export CORE_UTILIZATION = 30
[design/flow/constraint.sdc]
current_design simon_top

set clk_period 7.9
set clk_io_pct 0.2

create_clock -name clk0 -period $clk_period [get_ports {CLK}]

set non_clock_inputs [all_inputs -no_clocks]
set_input_delay [expr $clk_period * $clk_io_pct] -clock clk0 $non_clock_inputs
set_output_delay [expr $clk_period * $clk_io_pct] -clock clk0 [all_outputs]
[design/flow/design.v]
`timescale 1ns / 1ps
module game(
    input CLK, BTNU, BTND, BTNL, BTNR, BTNC,
    input [1:0] rand_num,	 
    output reg LED16_R, LED16_G, LED16_B,
    output reg [31:0] value,	 
    output reg [15:0] LED,	 
    output reg [2:0] note=5,	 
    output reg lose=0	 
    );
    reg [2:0] score=0;
    reg [3:0] state=0;
    reg [26:0] delay_timer=0;	 
    reg [26:0] delay_max=100000000;	 
    reg [15:0] debounce_max=50000;	 
    reg [2:0] color_index=0;     
    reg [1:0] color_mem[7:0];	 
    always @(posedge CLK) begin
        value<=score;	 
        case(state)
            0: begin     
                if(BTNC) begin
                    lose<=0;	 
                    score<=0;
                    state<=1;
                end
            end
            1: begin
                 LED16_R<=0;	 
                 LED16_G<=0;
                 LED16_B<=0;
                 delay_timer<=0;	 
                 color_mem[score] <= rand_num;    
                 color_index<=0;	 
                 state<=2;
            end
            2: begin
                if(delay_timer<(delay_max/2)) begin
                    delay_timer<=delay_timer+1;
                    case(color_mem[color_index])
                        0: begin     
                            note<=0;     
                            LED16_R<=1;
                            LED16_G<=0;
                            LED16_B<=0;
                        end
                        1: begin     
                            note<=1;     
                            LED16_R<=0;
                            LED16_G<=1;
                            LED16_B<=0;
                        end
                        2: begin     
                            note<=2;     
                            LED16_R<=0;
                            LED16_G<=0;
                            LED16_B<=1;
                        end
                        3: begin     
                            note<=3;     
                            LED16_R<=1;
                            LED16_G<=1;
                            LED16_B<=0;
                        end
                    endcase
                end
                else if(delay_timer<delay_max) begin     
                    note<=5;     
                    delay_timer<=delay_timer+1;
                    LED16_R<=0;
                    LED16_G<=0;
                    LED16_B<=0;
                end
                else begin
                    delay_timer<=0;
                    if(color_index==score) begin     
                        state<=3;
                    end
                    else begin
                        color_index<=color_index+1;
                    end
                end
            end
            3: begin
                if(~BTNC) begin
                    state<=4;
                    color_index<=0;	 
                end
            end
            4: begin     
                if(BTNL&&~BTNR&&~BTNU&&~BTND) begin  
                    if(delay_timer<debounce_max) begin
                        delay_timer<=delay_timer+1;
                    end
                    else begin
                        delay_timer<=0;
                        if(color_mem[color_index]==0) begin	 
                            state<=5;
                        end
                        else begin	 
                            state<=7;
                        end
                    end
                end
                if(BTNR&&~BTNL&&~BTNU&&~BTND) begin  
                    if(delay_timer<debounce_max) begin
                        delay_timer<=delay_timer+1;
                    end
                    else begin
                        delay_timer<=0;
                        if(color_mem[color_index]==1) begin	 
                            state<=5;
                        end
                        else begin	 
                            state<=7;
                        end
                    end
                end
                if(BTNU&&~BTNL&&~BTNR&&~BTND) begin  
                    if(delay_timer<debounce_max) begin
                        delay_timer<=delay_timer+1;
                    end
                    else begin
                        delay_timer<=0;
                        if(color_mem[color_index]==2) begin	 
                            state<=5;
                        end
                        else begin	 
                            state<=7;
                        end
                    end
                end
                if(BTND&&~BTNL&&~BTNR&&~BTNU) begin  
                    if(delay_timer<debounce_max) begin
                        delay_timer<=delay_timer+1;
                    end
                    else begin
                        delay_timer<=0;
                        if(color_mem[color_index]==3) begin	 
                            state<=5;
                        end
                        else begin	 
                            state<=7;
                        end
                    end
                end
                if(~BTNL&&~BTNR&&~BTNU&&~BTND) begin     
                    delay_timer<=0;
                    LED16_R<=0;
                    LED16_G<=0;
                    LED16_B<=0;
                end
            end
            5: begin     
                if(BTNL&&~BTNR&&~BTNU&&~BTND) begin  
                    note<=0;     
                    LED16_R<=1;
                    LED16_G<=0;
                    LED16_B<=0;
                end
                if(BTNR&&~BTNL&&~BTNU&&~BTND) begin  
                    note<=1;     
                    LED16_R<=0;
                    LED16_G<=1;
                    LED16_B<=0;
                end
                if(BTNU&&~BTNL&&~BTNR&&~BTND) begin  
                    note<=2;     
                    LED16_R<=0;
                    LED16_G<=0;
                    LED16_B<=1;
                end
                if(BTND&&~BTNL&&~BTNR&&~BTNU) begin  
                    note<=3;     
                    LED16_R<=1;
                    LED16_G<=1;
                    LED16_B<=0;
                end
                if(~BTNL&&~BTNR&&~BTNU&&~BTND) begin
                    if(color_index<score) begin  
                        note<=5;     
                        color_index<=color_index+1;
                        state<=4;
                    end
                    else if(score==5) begin  
                        note<=5;     
                        score<=score+1;
                        LED16_R<=0;
                        LED16_G<=0;
                        LED16_B<=0;
                        state<=8;    
                    end
                    else begin   
                        note<=5;     
                        LED16_R<=0;
                        LED16_G<=0;
                        LED16_B<=0;
                        score<=score+1;
                        state<=6;
                    end
                end
            end
            6: begin     
                if(delay_timer<100000000) begin
                    delay_timer<=delay_timer+1;
                end
                else begin
                    delay_max<=delay_max-13333333;   
                    delay_timer<=0;
                    state<=1;    
                end
            end
            7: begin     
                lose<=1;	 
                delay_max<=100000000;    
                note<=4;     
                LED16_R<=1;	 
                LED16_G<=1;
                LED16_B<=1;
                if(delay_timer<delay_max) begin
                    delay_timer<=delay_timer+1;
                end
                else begin
                    note<=5;     
                    LED16_R<=0;
                    LED16_G<=0;
                    LED16_B<=0;
                    delay_timer<=0;
                    state<=0;	 
                end
            end
            8: begin	 
                if(delay_timer<40000000) begin
                    delay_timer<=delay_timer+1;
                end
                else begin
                    delay_timer<=0;
                    delay_max<=10000000;	 
                    state<=9;
                    note<=0;
                end
            end
            9: begin	 
                if(delay_timer<delay_max) begin
                    delay_timer<=delay_timer+1;
                end
                else begin
                    delay_timer<=0;
                    if(note==2) begin
                        note<=note+1;
                        delay_max<=40000000;	 
                    end
                    else if(note==3) begin
                        note<=5;	 
                        state<=10;
                    end
                    else begin
                        note<=note+1;
                    end
                end
            end 
            10: begin     
                delay_max<=100000000;    
                if(BTNC) begin
                    delay_timer<=0;
                    LED<=0;
                    state<=11;		 
                end
                else if(delay_timer<(delay_max/2)) begin
                    LED<=16'hffff;	 
                    delay_timer<=delay_timer+1;
                end
                else if(delay_timer<delay_max) begin
                    LED<=0;	 
                    delay_timer<=delay_timer+1;
                end
                else begin
                    delay_timer<=0;
                end
            end
            11: begin
                if(~BTNC) begin
                    state<=0;	 
                end
            end
        endcase
    end
endmodule
`timescale 1ns / 1ps
module random(
    input CLK,
    output reg [1:0] rand_num
    );
    always @(posedge CLK) begin
        rand_num <= rand_num+1;	 
    end
endmodule
`timescale 1ns / 1ps
module seven_seg(
     input CLK,
     input [31:0] value,
     input lose,
     output reg [7:0] CA,
     output reg [7:0] AN
    );
    reg [3:0] curVal=0;  
    reg [16:0] slow_clk=0;   
    reg [2:0] disp=0;    
    always @(posedge CLK)
        begin
            case(curVal)
                0: CA<=8'b11000000;
                1: CA<=8'b11111001;
                2: CA<=8'b10100100;
                3: CA<=8'b10110000;
                4: CA<=8'b10011001;
                5: CA<=8'b10010010;
                6: CA<=8'b10000010;
                7: CA<=8'b11111000;
                8: CA<=8'b10000000;
                9: CA<=8'b10010000;
                10: CA<=8'b10001000;
                11: CA<=8'b10000011;
                12: CA<=8'b10100111;
                13: CA<=8'b10100001;
                14: CA<=8'b10000110;
                15: CA<=8'b11000111;     
                default: CA<=8'b01111111;
            endcase
        if(slow_clk==100000)
                begin
                slow_clk<=0;     
                case(disp)
                    0: begin
                        AN<=8'b11111110;
                        curVal<=value[3:0];
                        if(lose) begin
                            disp<=4;
                        end
                        else begin
                            disp<=0;
                        end
                    end
                    1: begin
                        AN<=8'b11111101;
                        curVal<=0;
                        disp<=2;
                    end
                    2: begin
                        AN<=8'b11111011;
                        curVal<=0;
                        disp<=3;
                    end
                    3: begin
                        AN<=8'b11110111;
                        curVal<=0;
                        disp<=4;
                    end
                    4: begin
                        AN<=8'b11101111;
                        curVal<=14;   
                        disp<=5;
                    end
                    5: begin
                        AN<=8'b11011111;
                        curVal<=5;   
                        disp<=6;
                    end
                    6: begin
                        AN<=8'b10111111;
                        curVal<=0;    
                        disp<=7;
                    end
                    7: begin
                        AN<=8'b01111111;
                        curVal<=15;    
                        disp<=0;
                    end
                endcase
            end
            slow_clk<=slow_clk+1;    
        end
endmodule
`timescale 1ns / 1ps
module simon_top(
    input CLK, BTNU, BTND, BTNL, BTNR, BTNC,
    output [7:0] AN,CA,
    output [15:0] LED,	 
    output LED16_R, LED16_G, LED16_B, AUD_SD, AUD_PWM	 
    );
    wire [31:0] value;	 
    wire [1:0] rand_num;	 
    wire [2:0] note;	 
    wire lose;	 
    random RNG(.CLK(CLK),.rand_num(rand_num));
    game simon(.CLK(CLK),.BTNU(BTNU),.BTND(BTND),.BTNL(BTNL),.BTNR(BTNR),.BTNC(BTNC),.rand_num(rand_num),.LED16_R(LED16_R),.LED16_G(LED16_G),.LED16_B(LED16_B),.value(value),.LED(LED),.note(note),.lose(lose));
    seven_seg seven_seg(.CLK(CLK),.AN(AN),.CA(CA),.value(value),.lose(lose));
    sound sound(.CLK(CLK),.note(note),.AUD_SD(AUD_SD),.AUD_PWM(AUD_PWM));
endmodule
`timescale 1ns / 1ps
module sound(
    input CLK,
    input [2:0] note,
    output reg AUD_PWM,
    output reg AUD_SD
    );
    reg [26:0] period=0;
    reg [26:0] counter=0;
    reg [26:0] death_timer;  
    reg [9:0] death_timer_mod=381;  
    reg [9:0] death_timer_current;
    reg [1:0] death_count;   
    always @(posedge CLK) begin
        case(note)
            0: begin     
                period<=191109;
            end
            1: begin     
                period<=151685;
            end
            2: begin     
                period<=127551;
            end
            3: begin     
                period<=95556;
            end
            4: begin     
                if(death_timer==0&&death_count==0) begin
                    period<=107259;  
                    death_timer_mod<=381;	 
                end
                if(death_timer<5000000) begin	 
                    death_timer<=death_timer+1;
                    death_timer_current<=death_timer_current+1;
                    if(death_timer_current==death_timer_mod) begin
                        period<=period+1;
                        death_timer_current<=0;
                    end
                end
                else begin
                    case(death_count)
                        0: begin
                            death_timer<=0;
                            death_timer_current<=0;
                            death_count<=death_count+1;
                            death_timer_mod<=403;	 
                            period<=101239;  
                        end
                        1: begin
                            death_timer<=0;
                            death_timer_current<=0;
                            death_count<=death_count+1;
                            death_timer_mod<=322;	 
                            period<=94713;   
                        end
                        2: begin
                            death_timer_current<=0;
                            period<=0;   
                        end
                    endcase
                end
            end
            5: begin     
                period<=0;
                death_timer<=0;
                death_timer_current<=0;
                death_count<=0;
            end
        endcase
        if(period==0) begin	 
            AUD_SD<=0;
            AUD_PWM<=0;
        end
        else begin
            AUD_SD<=1;
            if(counter<period) begin
                counter<=counter+1;
            end
            else begin
                counter<=0;
                AUD_PWM<=~AUD_PWM;
            end
        end
    end
endmodule
==> qor.txt <==
CP max FO - 14
Postcts setup bufs - 0
Initial antenna violation count - 1
GP Congestion - 0.8908
Number of max-cap violations - 0
IO Pins - 43
Die Ht - 228.3 um
Top-area cell share - 0.4028
Post-DRT Antenna Nets - 0
Final hold violations - 0
Async S/R FF share, synth - 0
Number of enable flip-flop cells - 206
DR pass1 iterations - 5
Yosys aoi share - 0.1383
Final slew viol count - 0
# resized after CTS - 0
Hold_buf cts - 0
Layout Skew - 0.03069 ns
Leak pwr - 6.476 nW
Drt total wl - 34100 um
Most common cell in the netlist - edfxtp_1
Cell taking the most area after synthesis - edfxtp_1
Worst setup EP type - flip-flop
Avg Inst Size Synth - 9.708 sq um
Peak VDD IR - 0.0002388 V
RSZ-0062 raised after global routing - false
DPL Wire Length - 24170 um
Final period demand of the worst path - 3.673 ns
Critical path data arrival time - 3.85 ns
Synth warn - 4
Cell area after synthesis - 15360 sq um
Antenna Diode Count - 0
Yosys Chip Area - 15360 sq um
Fill count - 4928
Adder share - 0.09695
Setup TNS after final layout - 0 ns
Setup crit start kind - primary input
Root Buffer - clkbuf_16
Overall Power - 6.543 mW
CTS Sinks - 237
CTS tree - yes
Clk latency of the worst-skew pair - 0.57 ns
Hold path cells - 1
Layout cells sized above 1 - 0.04809
FMAX - 0.2722 GHz
Least-Margin Pin Slew - 0.9471 ns
Num rows - 82
Starting density of the core - 0.3049
Simple-Gate Area Share - 0.1958
CP max-delay cell - clkdlybuf4s50_1
Synth Flop Type - edfxtp_1
Inserted Clock Buffers - 27
Distinct cells, synth - 78
Chip width - 228.3 um
Slowest Stage Delay on Critical Path - 0.62 ns
Tool warnings - 48
Largest net degree at the start of global routing - 30
Crit path top cell by count - nor4_1
Worst r2r path cells - 8
Mapped Cells - 1582
Vias in the first global route - 11380
Gr ovfl total - 0
Worst EP required - 8.08 ns
Max clock buf depth - 3
DRT iter0 DRCs - 857
Ys cells - 1582
HP Start - seven_seg.slow_clk[3]
Drt via density - 5.158
Period utilisation layout - 0.4650
DRC Markers - 0
Post-synth regs - 237
H-tree Lvls - 1
Flip-flop and latch area - 6807 sq um
Buf/Inv on CP - 2
IO buf count - 41
Final setup viols - 0
Setup Crit Path Kind - primary input to flip-flop
FF-to-FF Start - simon.delay_timer[13]
CP top delay family - simple AND/OR/NAND/NOR gates
Headroom to the max-slew limit - 0.3686
Clock Pin Slew Worst Setup and Hold Paths - 0.06 ns
Power Density - 377.9 nW/um^2
MUX share of area - 0.009776
R2R Setup Slk - 4.55 ns
Total track usage - 0.1362
Drt wl/cell - 14.86 um
Logic cell area - 7904 sq um
Crit-path cells - clkdlybuf4s50_1, nor4_1, buf_4, nor2_1, a221oi_1, o31ai_1, nor4_1
CORE AREA - 50380 sq um
Yosys xor share - 0.07128
First-pass GRT wire length - 57440 um
Worst hold endpoint - seven_seg.slow_clk[3]
List of most frequent post-synthesis cells - 206 x edfxtp_1, 190 x nor2_1, 126 x nand2_1, 119 x ha_1, 92 x inv_1
Synth-to-layout area growth - 12.73%
Status - finished, final reports clean
Largest logic family - simple AND/OR/NAND/NOR gates
Register share after synthesis - 0.4432
Critical R2R Capture - simon.state[1]
Chip area - 52100 sq um
Hold Crit Class - flip-flop to flip-flop
Via Count - 11830
Synth top area cells - edfxtp_1 40%, ha_1 9.7%, nor2_1 4.6%
==> metrics by stage <==
stage | cells | worst slack (ns) | hold WS, ns | util | instance area (sq um)
finish | 2294 | 4.227 | 0.4640 | 0.3437 | 17310
detailed placement | 2247 | 3.721 | 0.4574 | 0.3260 | 16420
CTS | 2294 | 4.299 | 0.4690 | 0.3437 | 17310
global route | 2294 | 4.041 | 0.4765 | 0.3437 | 17310
floorplan | 1585 | 4.074 | 0.3462 | - | 15370
global placement | 2247 | 3.788 | 0.4508 | 0.3260 | 16420
==> final cells by class <==
cell class	instances	share of cell area
clock inverter	11	0.008094
multi-input combinational	1189	0.4565
sequential	237	0.3931
tap	672	0.04857
timing repair buffer	56	0.03021
clock buffer	36	0.04329
inverter	93	0.02016
==> state kept, by name, indices dropped and copies added, names as in the netlist, 2 cells and up, named ones only <==
signal / cells
sound.death_timer_mod: 6
simon.value: 3
simon.color_mem: 16
seven_seg.CA: 7
simon.score: 3
sound.period: 27
simon.color_index: 3
sound.counter: 27
RNG.rand_num: 2
seven_seg.curVal: 4
simon.delay_max: 27
seven_seg.disp: 3
simon.note: 3
sound.death_timer: 27
seven_seg.AN: 8
simon.state: 4
sound.death_timer_current: 10
simon.delay_timer: 27
sound.death_count: 2
seven_seg.slow_clk: 17
==> placed cells by master (no fill, tap or decap), types with 10 or more instances in the layout <==
cell type and instances:
o211ai_1 14, and3_1 23, inv_1 92, or3_1 12, clkdlybuf4s50_1 41, nand4_1 35, o21ai_0 74, nand2_1 126
nor2_1 189, o31ai_1 12, ha_1 119, and4_1 12, a211oi_1 10, nor2b_1 19, buf_4 15, dfxtp_1 31
xor2_1 58, a21o_1 24, o21a_1 11, edfxtp_1 206, a311oi_1 11, nand3_1 77, a21oi_1 57, a31oi_1 20
clkbuf_16 27, xnor2_1 67, nor4_1 17, nand2b_1 17, nor3_1 39
==> routing by layer <==
metal  vias to the layer above  track usage  part of all wire
met5                         -            0           0.00029
met4                         2      0.02307             0.018
met3                        53      0.03269             0.063
met2                       306       0.2023              0.45
met1                      5597       0.2112              0.47
li1                       5875            -                 -
==> kinds of logic after synthesis <==
kind of cell	after synthesis
xor gates and xnor gates	125
adders and majority gates	119
buffers and inverters	159
AOI/OAI and AO/OA	317
other	2
DFF	237
muxes	10
and+or+nand+nor	613
==> power breakdown <==
part / switching, mW / leakage (nW) / internal [mW]
clock: 0.515 / 0.438 / 0.760
sequential: 0.534 / 2.34 / 2.01
combinational: 1.63 / 3.70 / 1.10
==> worst max-delay path by stage <==
stage	end	from	slack (ns)	depth (start not counted)
after CTS	simon.state[1]	BTNL	4.30	7
after global routing	simon.state[1]	BTNR	4.04	7
final	simon.state[1]	BTNL	4.23	7
Power is estimated from default activity; no workload was simulated.
